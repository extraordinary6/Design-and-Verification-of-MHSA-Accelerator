File: design/flow/run.sh
#!/bin/bash
# OpenROAD 26Q1-2900-gdf79404cd8, Yosys 0.63+post, stock flow scripts
make -C /OpenROAD-flow-scripts/flow DESIGN_CONFIG=/design/flow/config.mk WORK_HOME=/design/flow/orfs finish
File: design/flow/config.mk
export PLATFORM = sky130hd
export DESIGN_NAME = softmax
export DESIGN_NICKNAME = softmax
export VERILOG_FILES = /design/flow/design.v
export SDC_FILE = /design/flow/constraint.sdc
export NUM_CORES = 4
export LEC_CHECK = 1
export CORE_AREA = 10 10 195 195
export DIE_AREA = 0 0 205 205
File: design/flow/constraint.sdc
current_design softmax

set clk_period 3.1
set clk_io_pct 0.2

create_clock -name clk0 -period $clk_period [get_ports {clk}]

set non_clock_inputs [all_inputs -no_clocks]
set_input_delay [expr $clk_period * $clk_io_pct] -clock clk0 $non_clock_inputs
set_output_delay [expr $clk_period * $clk_io_pct] -clock clk0 [all_outputs]
File: design/flow/design.v
module scale_core (
    input               clk,
    input               rst_n,
    input        [63:0] input_bar,
    input               bar_valid,
    output logic [63:0] output_bar,
    output logic        output_valid
);
    logic [7:0] scale_dot = 8'b00101101;  
    always @(posedge clk or negedge rst_n) begin
        if (!rst_n) begin
            output_valid <= 0;
        end else if (bar_valid) begin
            output_valid <= 1;
        end else begin
            output_valid <= 0;
        end
    end
    always @(posedge clk or negedge rst_n) begin
        if (!rst_n) begin
            output_bar <= 0;
        end else if (bar_valid) begin
            for (int i = 0; i < 8; i++) begin
                output_bar[i*8 +: 8] = (input_bar[i*8 +: 8] >> 1) + (input_bar[i*8 +: 8] >> 3) + 
                                    (input_bar[i*8 +: 8] >> 4) + (input_bar[i*8 +: 8] >> 6);
            end
        end else begin
            output_bar <= 0;
        end
    end
endmodule
module softmax#(
    parameter WIDTH = 64,
    parameter LENGTH = 4096,
    parameter WEIGHT_BASE = 'd0,
    parameter WEIGHT_SIZE = 'd2048,                                            
    parameter INPUT_BASE = WEIGHT_BASE + WEIGHT_SIZE,
    parameter INPUT_SIZE = 'd512,                                              
    parameter LINEAR_OUTPUT_BASE = WEIGHT_BASE + WEIGHT_SIZE,
    parameter LINEAR_OUTPUT_SIZE = 'd512,                                      
    parameter QKMM_OUTPUT_BASE = INPUT_BASE + INPUT_SIZE,
    parameter SOFTMAX_OUTPUT_BASE = LINEAR_OUTPUT_BASE + LINEAR_OUTPUT_SIZE
)(
    input logic clk,
    input logic rst_n,
    input logic start,
    output logic done,
    output   write_en_bar0,                        
    output   [WIDTH - 1 : 0] data_in_bar0,
    output logic [31 : 0] addr_bar0,
    input logic [WIDTH - 1 : 0] data_out_bar0,      
    output   write_en_bar1,                        
    output   [WIDTH - 1 : 0] data_in_bar1,
    output logic [31 : 0] addr_bar1,
    input logic [WIDTH - 1 : 0] data_out_bar1
);
logic output_valid;
logic [WIDTH - 1 : 0] output_bar;
logic input_valid;
logic [WIDTH - 1 : 0] scale_bar;
logic scale_valid;
logic [9:0] read_addr;      
logic [8:0] write_addr;
assign write_en_bar0 = 1'b0;
assign data_in_bar0 = 64'b0;
assign addr_bar0 = QKMM_OUTPUT_BASE + read_addr;
assign write_en_bar1 = output_valid;
assign data_in_bar1 = output_bar;  
assign addr_bar1 = SOFTMAX_OUTPUT_BASE + write_addr;
always_ff @(posedge clk or negedge rst_n) begin
    if (!rst_n) begin
        read_addr <= 0;
        input_valid <= 0;
    end else if (start) begin
        if (read_addr == 'd512) begin
            read_addr <= read_addr;                            
            input_valid <= 0;
        end else begin
            read_addr <= read_addr + 1;
            input_valid <= 1;
        end
    end
end
always_ff @(posedge clk or negedge rst_n) begin
    if (!rst_n) begin
        write_addr <= 0;
    end else if (start) begin
        if(output_valid) begin
            if (write_addr == 'd511) begin
                write_addr <= write_addr;                     
            end else begin
                write_addr <= write_addr + 1;
            end
        end else begin
            write_addr <= write_addr;
        end
    end
end
scale_core scale_core_inst (
    .clk(clk),
    .rst_n(rst_n),
    .input_bar(data_out_bar0),
    .bar_valid(input_valid),
    .output_bar(output_bar),
    .output_valid(output_valid)
);
assign done =  (write_addr == 'd511);
endmodule
==> impl_metrics.env <==
# physical design summary
export IMPL_synthFlopType="dfrtp_1"
export IMPL_mi_logic_area_mm2=0.00447
export IMPL_clk_pin_slew_ns=0.07
export IMPL_cts_sinks=85
export IMPL_setup_ws_ns=0.0710
export IMPL_ys_top_cells_by_count="inv_1 (133), buf_4 (111), ha_1 (97), dfrtp_1 (85), fa_1 (48)"
export IMPL_ff_latch_area_mm2=0.00213
export IMPL_critPathMaxFanout=3
export IMPL_yosys_stat_seqShare_pct=28.6
export IMPL_end_kind="flop"
export IMPL_ys_async_sr_fraction_pct=100
export IMPL_gp_congestion=0.808
export IMPL_die_area_mm2=0.0420
export IMPL_drc=0
export IMPL_path_class="input pin to flop"
export IMPL_cellLeakagePower_nw=5.22
export IMPL_synth_edff_count=0
export IMPL_vdd_drop_max_v=0.000241
export IMPL_routed_wl_mm=17.8
export IMPL_tritoncts="built"
export IMPL_die_y_um=205
export IMPL_period_minus_slack_ns=3.03
export IMPL_n_fill_cell=3403
export IMPL_status="finished clean"
export IMPL_pre_cts_ws_ns=-0.455
export IMPL_crit_required_ns=3.34
export IMPL_period_used_pct=97.7
export IMPL_yosysWarnings=2
export IMPL_rsz0062_at_grt="yes"
export IMPL_cts_root_buf="clkbuf_16"
export IMPL_synth_cells=750
export IMPL_io_buffers=144
export IMPL_ys_types=47
export IMPL_fin_area_mm2=0.0102
export IMPL_cts_made_buffers=9
export IMPL_ys_ff=85
export IMPL_layout_drive_gt1_share_pct=18.5
export IMPL_num_antenna_cells=0
export IMPL_reg2regPathDepth=8
export IMPL_worst_slew_pin_slew_ns=0.510
export IMPL_drtIter0Drc=190
export IMPL_hold_class="input pin to async pin"
export IMPL_fmaxAchievable_ghz=0.330
export IMPL_via_per_inst=3.74
export IMPL_dpl_cell_area_mm2=0.00958
export IMPL_fin_worst_skew_ns=0.00622
export IMPL_synth_most_common_cell="inv_1"
export IMPL_wl_per_cell_um=12.3
export IMPL_cp_arrival_ns=3.27
export IMPL_first_pass_iters=6
export IMPL_coreArea_mm2=0.0336
export IMPL_cellPowerDensity_mw_per_mm2=581
export IMPL_totalPowerFinal_mw=5.93
export IMPL_grt_pass1_vias=5540
export IMPL_ff2ff_setup_slack_ns=1.13
export IMPL_clk_latency_ns=0.35
export IMPL_yosysTopAreaCell="dfrtp_1"
export IMPL_drv_cap=0
export IMPL_r2r_start="write_addr[0]"
export IMPL_drtAntennaViolNets=0
export IMPL_area_growth_pct=37.4
export IMPL_tool_warnings=99
export IMPL_io_pins=326
export IMPL_clk_path_buf_depth=2
export IMPL_slew_headroom_pct=66.0
export IMPL_top_cell_area_share_pct=28.6
export IMPL_r2r_end="write_addr[7]"
export IMPL_finalSetupViolations=0
export IMPL_avgSynthCellArea_um2=9.91
export IMPL_place_hpwl_mm=14.6
export IMPL_overflow=0
export IMPL_rows=67
export IMPL_synthTopCellsByArea="dfrtp_1 (29%), ha_1 (16%), fa_1 (13%)"
export IMPL_setup_tns_ns=0
export IMPL_synthesis_area_mm2=0.00743
export IMPL_synth_chip_area_mm2=0.00743
export IMPL_grt_first_pass_wirelength_mm=27.8
export IMPL_fp_util_pct=22.1
export IMPL_grt_max_degree=51
export IMPL_grt_total_usage_pct=8.23
export IMPL_ys_cells=750
export IMPL_via_count=5388
export IMPL_hold_violations=0
export IMPL_crit_path_start_kind="input pin"
export IMPL_slew_viol_final=0
export IMPL_cts_htree_levels=3
export IMPL_cts_hold_fix_buffers=0
export IMPL_hold_slack_ns=0.237
export IMPL_antenna_found_initial=0
export IMPL_die_x_um=205
-- final cells by class --
type	instances	share of cell area (%)
multi-input combinational	518	43.8
tap	448	5.49
timing repair buffer	241	21.8
clock inverter	7	1.03
sequential	85	20.8
clock buffer	9	2.21
inverter	133	4.89
-- how the worst max path moves through the flow --
stage                startpoint                        endpoint  slack [ns]  cells past startpoint
global route  data_out_bar0[10]  scale_core_inst.output_bar[13]      -0.003                     12
finish        data_out_bar0[50]  scale_core_inst.output_bar[53]        0.07                     12
CTS           data_out_bar0[12]  scale_core_inst.output_bar[13]       0.005                     12
-- routing by layer --
layer  wire [um]  vias up  GRT usage [%]
li1            -     2725              -
met1        8010     2492           11.1
met2        8200      155           13.2
met3        1240       16           2.30
met4         337        0           1.42
met5           0        -              0
-- layout by cell type (no fill, tap or decap), types with 4 or more instances in the layout --
cell / instances
nand2_1: 16
inv_2: 28
and3_1: 10
nand2b_1: 6
nor3_1: 9
clkdlybuf4s50_1: 124
a31oi_1: 4
xnor2_1: 15
o21ai_0: 16
a21o_1: 8
mux2i_1: 6
conb_1: 109
buf_4: 97
o21a_1: 5
nor4b_1: 6
a211o_1: 6
and2_1: 16
nor2_1: 19
nor3b_1: 8
a21oi_1: 6
nor2b_2: 6
and3b_1: 6
nor2b_1: 18
fa_2: 8
fa_1: 40
nor4bb_1: 4
ha_1: 89
nand4_1: 11
a211oi_1: 9
o21ai_2: 6
dfrtp_1: 84
clkbuf_16: 9
nand3_1: 11
ha_2: 5
dlymetal6s2s_1: 18
inv_1: 105
-- report_power, final --
| group | internal (mW) | total [mW] | switching, mW |
|---|---|---|---|
| logic | 1.77 | 2.88 | 1.11 |
| clock network | 0.721 | 1.23 | 0.513 |
| registers | 1.56 | 1.82 | 0.262 |
| total | 4.05 | 5.93 | 1.88 |
-- registers in the layout, indices dropped and copies added, names as in the netlist --
signal                        count
input_valid                       1
read_addr                        10
scale_core_inst.output_bar       64
scale_core_inst.output_valid      1
write_addr                        9
-- metrics by stage --
step                std cells  utilization [%]
floorplan                 857                -
global placement         1409             28.5
detailed placement       1409             28.5
CTS                      1440             30.0
global route             1441             30.4
finish                   1441             30.4
-- timing repair --
action | 4_1_cts | 5_1_grt
cloned | 0 | 0
resized | 23 | 71
setup buffers | 15 | 1
setup endpoints to repair | 11 | 28
pin swaps | 9 | 35
-- logic make-up (layout without fill, tap and decap cells) --
family,after synthesis,in the layout,synth area share (%)
simple gates,164,164,13.6
mux,8,8,1.11
fa+ha+maj,145,145,29.3
compound gates,74,74,6.73
buf+inv,254,390,18.5
flops,85,85,28.6
other cells,2,109,0.101
xor+xnor,18,18,2.12
-- critical path: stages --
cell	delay [ns]
clkdlybuf4s50_1	0.45
inv_1	0.05
fa_1	0.55
fa_1	0.42
inv_2	0.08
ha_4	0.13
inv_2	0.04
fa_2	0.38
nor2b_2	0.13
o21a_1	0.15
o21ai_1	0.09
and3b_1	0.17
