`design/flow/design.v`:
```
module pe(
    input logic clk,
    input logic rst_n,
    input logic flush,
    input logic signed [7:0] row_i,
    input logic signed [7:0] col_i,
    input logic din_valid,
    output logic [7:0] row_o,
    output logic [7:0] col_o,
    output logic dout_valid,
    output logic signed [31:0] res
);
always_ff @(posedge clk) begin
    row_o <= row_i;
    col_o <= col_i;
    dout_valid <= din_valid;
end
always_ff @(posedge clk) begin
    if (!rst_n) begin
        res <= 0;
    end else begin
        if (flush) begin
            res <= 0;                                
        end else begin
            if (din_valid) begin
                res <= row_i * col_i + res;
            end else begin
                res <= res;                          
            end
        end
    end
end
endmodule
```
`design/flow/run.sh`:
```
#!/bin/bash
# OpenROAD 26Q1-2900-gdf79404cd8, Yosys 0.63+post, stock flow scripts
make -C /OpenROAD-flow-scripts/flow DESIGN_CONFIG=/design/flow/config.mk WORK_HOME=/design/flow/orfs finish
```
`design/flow/config.mk`:
```
export PLATFORM = sky130hd
export DESIGN_NAME = pe
export DESIGN_NICKNAME = pe
export VERILOG_FILES = /design/flow/design.v
export SDC_FILE = /design/flow/constraint.sdc
export NUM_CORES = 4
export LEC_CHECK = 1
export CORE_UTILIZATION = 50
```
`design/flow/constraint.sdc`:
```
current_design pe

set clk_period 15.5
set clk_io_pct 0.2

create_clock -name clk0 -period $clk_period [get_ports {clk}]

set non_clock_inputs [all_inputs -no_clocks]
set_input_delay [expr $clk_period * $clk_io_pct] -clock clk0 $non_clock_inputs
set_output_delay [expr $clk_period * $clk_io_pct] -clock clk0 [all_outputs]
```
==> run summary <==
flow finished, numbers: hold-critical path depth 2, share of synthesized registers carrying an async set or reset 0%, vias in the first global route 5,421, layout-stage area growth over the synthesis result 15.0%, area fraction in and, or, nand and nor cells 10.7%, Critical Path AT 9.24 ns, pin count of the biggest net entering global routing 32, core area 13,300 um2, cell taking the most area after synthesis sky130_fd_sc_hd__fa_1, Period Utilization, post-route 58.1%, Cell Count, Final, Fillers Out 922, I/O pins 69, Diodes inserted 0, mux share 2.04%, combined area of all synthesized cells 6870 um2, EDFF count, synth 0, post-synthesis cell type count 49, largest fanout on the critical path 13, DRT Pass-1 Iters 6, remaining number of nets flagged by the antenna check after routing 0, Total GRT Usage 25.9%, ys cells 679, CTS tree yes, Worst slew margin 48.6%, number of endpoints with negative hold slack in the final report 0, cts bufs inserted 5, initial antenna violation count 0, layout cell share with drive strength beyond 1 3.22%, total overflow reported by the global router 0, Latency at later pin 0.29 ns, run status completed, number of instances in the synthesized netlist 679, Final GP Congestion 0.898, hpwl dp 13,300 um, die boundary height 119 um, Tmin final 9.01 ns, area share of xor/xnor cells in the synthesized design 3.95%, summed standard-cell area reported by yosys 6870 um2, most used flip-flop cell sky130_fd_sc_hd__dfxtp_1, Max-cap violations 0, OpenROAD warnings 27, clock slew seen by the registers of the worst setup and hold paths 0.06 ns, Resized cells post-CTS 0, slew at the pin closest to its max-slew limit 0.770 ns, part of the Yosys area used for sequential elements 14.3%, area fraction in compound gates 10.3%, number of cells traversed by the worst register-to-register path 17, largest clock skew in the final design 0.00607 ns, CTS Sinks 49, Avg Inst Size Synth 10.1 um2, CTS H-tree depth 2, Max clock buf depth 2, unrepaired setup endpoints after global routing false, Final setup viols 0, per-cell via count in the routed design 5.35, Synth Area in Adders 52.4%, number of remaining DRC errors 0, number of hold buffers added after cts 0, min-delay worst type reg -> reg, master cell of the clock root buffer sky130_fd_sc_hd__clkbuf_16, largest family of logic cells by area adder cells, area share, top type 39.7%, quantity of I/O buffers inserted on ports 68, yosys synthesis warning count 1, post-detailed-route wirelength per cell 16.8 um, peak clock frequency supported by timing 111 MHz, number of max-slew violations in the final report 0, critical path capture point type register, die x size 119 um, starting DRC count in detailed routing 203, required time worst endpoint 15.74 ns, Pre-Place Util 51.6%, top cells by area in the synthesized netlist sky130_fd_sc_hd__fa_1 40%, sky130_fd_sc_hd__dfxtp_1 14%, sky130_fd_sc_hd__ha_1 13%, sky130_fd_sc_hd__inv_1 5.2%, sky130_fd_sc_hd__nand2_1 3.3%, setup TNS after final layout 0 ns, worst setup path category in -> reg, final wirelength 15,500 um, placed cell count 915, via count 4,934, flop and latch count out of synthesis 49, die outline area 14,200 um2, global-route wire length before repair 27,000 um, # rows 42, type of origin of the critical path input pin, buffer count from post-CTS setup fixing 0
path summary, 6_finish.rpt:
path              startpoint       to  slack, ns
hold / removal        res[5]   res[5]       0.51
hold reg to reg       res[5]   res[5]       0.51
setup reg to reg      res[6]  res[27]      10.47
setup / recovery    row_i[7]  res[29]       6.49
kinds of logic (layout without fill, tap and decap cells):
family                   count (synthesis)  in the layout
flip-flops                              49             49
adder cells (fa/ha/maj)                206            206
multiplexers                            14             14
buffers and inverters                  111            178
XOR/XNOR                                31             31
AND/OR/NAND/NOR                        155            155
AND-OR/OR-AND                          113            113
placed cells by master, fill, tap and decap left out, drive strengths merged, types with 2 or more instances in the layout:
cell and n:
buf 6, fa 136, o21a 5, xor2 13, clkdlybuf4s50 68, dfxtp 49
nand4 6, o31ai 2, nand3 3, a31oi 5, clkbuf 6, nand2b 7
nor2b 2, o41ai 2, o21bai 3, nand2 61, o211ai 3, a21oi 34
inv 96, and2 33, nor2 33, nand3b 2, a31o 2, ha 70
or2 2, mux2i 14, a21o 12, o21ai 33, a211oi 5, nor3 3
xnor2 18
stage by stage:
stage,hold slack [ns],instance area (um2),util [%],setup slack (ns)
2_1_floorplan,0.451,6870,-,6.97
3_3_place_gp,0.499,7750,58.3,6.22
3_5_place_dp,0.496,7750,58.3,6.18
4_1_cts,0.509,7900,59.4,6.47
5_1_grt,0.556,7900,59.4,6.12
6_report,0.507,7900,59.4,6.49
layout make-up:
class	instances	area (um2)
well taps	176	220
clock inverters	1	7.51
fillers	1114	5400
clock buffers	6	139
inverters	97	364
multi-input cells	519	5460
flip-flops and latches	49	981
repair buffers	74	726
sequential cells by signal (all words and copies together) (netlist names):
name,flops
col_o,8
row_o,8
res,32
dout_valid,1
critical path, stage by stage:
cell and delay [ns]:
sky130_fd_sc_hd__clkdlybuf4s50_1 0.66, sky130_fd_sc_hd__nand2_1 0.22, sky130_fd_sc_hd__fa_1 0.67, sky130_fd_sc_hd__fa_1 0.59
sky130_fd_sc_hd__inv_1 0.61, sky130_fd_sc_hd__fa_1 0.56, sky130_fd_sc_hd__fa_1 0.44, sky130_fd_sc_hd__ha_1 0.29
sky130_fd_sc_hd__ha_1 0.42, sky130_fd_sc_hd__nand4_1 0.18, sky130_fd_sc_hd__or2_4 0.29, sky130_fd_sc_hd__o31ai_2 0.24
sky130_fd_sc_hd__a211o_2 0.19, sky130_fd_sc_hd__a41oi_2 0.23, sky130_fd_sc_hd__or4_1 0.45, sky130_fd_sc_hd__nand3_1 0.09
metal layers:
metal	global-route usage (%)	vias up	share of wire (%)	wire length (um)
li1	-	2319	-	-
met1	34.8	2445	38	5960
met2	43.7	136	52	8030
met3	5.77	34	5.6	867
met4	7.75	0	4.3	673
met5	0	-	0	0
synthesized netlist by cell type, types with 2 or more instances:
library cell	count
sky130_fd_sc_hd__mux2i_1	14
sky130_fd_sc_hd__a21oi_1	33
sky130_fd_sc_hd__a31oi_1	5
sky130_fd_sc_hd__dfxtp_1	49
sky130_fd_sc_hd__nor3_1	3
sky130_fd_sc_hd__a31o_2	2
sky130_fd_sc_hd__nand2b_1	7
sky130_fd_sc_hd__o21bai_1	3
sky130_fd_sc_hd__o21a_1	5
sky130_fd_sc_hd__fa_1	136
sky130_fd_sc_hd__nand4_1	6
sky130_fd_sc_hd__nand2_1	60
sky130_fd_sc_hd__buf_4	2
sky130_fd_sc_hd__inv_1	96
sky130_fd_sc_hd__a211oi_1	5
sky130_fd_sc_hd__xor2_1	13
sky130_fd_sc_hd__a21o_1	12
sky130_fd_sc_hd__xnor2_1	18
sky130_fd_sc_hd__nor2b_1	2
sky130_fd_sc_hd__nand3_1	3
sky130_fd_sc_hd__clkbuf_1	9
sky130_fd_sc_hd__and2_1	33
sky130_fd_sc_hd__o21ai_0	32
sky130_fd_sc_hd__nor2_1	33
sky130_fd_sc_hd__o211ai_1	3
sky130_fd_sc_hd__ha_1	70
sky130_fd_sc_hd__buf_2	2
sky130_fd_sc_hd__nand3b_1	2
