$ cat design.v
module imu(
    input               icb_cmd_valid,
    output  reg         icb_cmd_ready,
    input               icb_cmd_read,
    input       [31:0]  icb_cmd_addr,
    input       [31:0]  icb_cmd_wdata,
    input       [3:0]   icb_cmd_wmask,
    output  reg         icb_rsp_valid,
    input               icb_rsp_ready,
    output   [31:0]     icb_rsp_rdata,
    output              icb_rsp_err,
    input           clk,
    input           rst_n,
    output  reg [31:0]  start,
    input   reg [31:0]  acc_done,
    output  reg [31:0]  input_base,
    output  reg [31:0]  output_base,
    output  reg [31:0]  usram_addr,
    output  reg [63:0]  usram_wdata,
    output  reg         usram_write_en,
    input   [63:0]      usram_rdata
);
wire is_low_part;
wire icb_write_en;
wire usram_sel;
reg  [31:0] done;
always@(posedge clk)
begin
    if(!rst_n) begin
        usram_addr <= 1'b0;
    end
	else begin
		usram_addr <= {16'b0,icb_cmd_addr[18:3]} - 'ha000;
	end
end
assign is_low_part = (icb_cmd_addr[2] == 1'b0);
assign icb_write_en = icb_cmd_valid & icb_cmd_ready & !icb_cmd_read;
assign usram_sel = (usram_addr >= 'h0000 && usram_addr < 'h4000);
reg is_low_part_reg;
assign icb_rsp_err = 1'b0;
always@(posedge clk)
begin
    is_low_part_reg <= is_low_part;
end
always@(posedge clk)
begin
    if(!rst_n) begin
        icb_cmd_ready <= 1'b0;
    end
    else begin
        if(icb_cmd_valid & icb_cmd_ready) begin
            icb_cmd_ready <= 1'b0;
        end
        else if(icb_cmd_valid) begin
            icb_cmd_ready <= 1'b1;
        end
        else begin
            icb_cmd_ready <= icb_cmd_ready;
        end
    end
end
always@(posedge clk)
begin
    if(!rst_n) begin
        start <= 32'h0;
        done <= 32'h0;
        input_base <= 32'h0;
        output_base <= 32'h0;
    end
    else begin
        if(icb_cmd_valid & icb_cmd_ready & !icb_cmd_read) begin
            case(icb_cmd_addr[19:0])
                20'h70000:  start <= icb_cmd_wdata;
                20'h70004:  done <= icb_cmd_wdata;
                20'h70008:  input_base <= icb_cmd_wdata;
                20'h7000c: output_base <= icb_cmd_wdata;
            endcase
        end
        else if (acc_done) begin
            start <= 32'b0;
            done <= 32'h1;
            input_base <= 32'b0;
            output_base <= 32'b0;
        end else begin
            start <= start;
            done <= done;
            input_base <= input_base;
            output_base <= output_base;
        end
    end
end
always@(posedge clk)
begin
    if(!rst_n) begin
        icb_rsp_valid <= 1'h0;
    end
    else begin
        if(icb_cmd_valid & icb_cmd_ready) begin
            icb_rsp_valid <= 1'h1;
        end
        else if(icb_rsp_valid & icb_rsp_ready) begin
            icb_rsp_valid <= 1'h0;
        end
        else begin
            icb_rsp_valid <= icb_rsp_valid;
        end
    end
end
reg [31:0] icb_rsp_rdata_reg;
always@(posedge clk)
begin
    if(!rst_n) begin
        icb_rsp_rdata_reg <= 32'h0;
    end
    else begin
        if(icb_cmd_valid & icb_cmd_ready & icb_cmd_read) begin
            case(icb_cmd_addr[19:0])
                20'h70000:  icb_rsp_rdata_reg <= start;
                20'h70004:  icb_rsp_rdata_reg <= done;
                20'h70008:  icb_rsp_rdata_reg <= input_base;
                20'h7000c: icb_rsp_rdata_reg <= output_base;
                default: begin
                    icb_rsp_rdata_reg <= 32'h0;          
                end
            endcase
        end
        else begin
            icb_rsp_rdata_reg <= 32'h0;
        end
    end
end
assign icb_rsp_rdata = usram_sel ? 
                        (is_low_part_reg ? usram_rdata[63:32] : usram_rdata[31:0]) :   
                        icb_rsp_rdata_reg;   
always@(posedge clk) 
begin
    if(!rst_n) begin
        usram_wdata <= 64'h0;
    end
    else begin
        if(icb_write_en & usram_sel) begin
            if(is_low_part) begin
                usram_wdata[31:0] <= usram_wdata[31:0];
                usram_wdata[63:32] <= icb_cmd_wdata;
            end
            else begin
                usram_wdata[31:0] <= icb_cmd_wdata;
                usram_wdata[63:32] <= usram_wdata[63:32];    
            end
        end
        else begin
            usram_wdata <= usram_wdata;   
        end
    end
end
always@(posedge clk)
begin
    if(!rst_n) begin
        usram_write_en <= 1'b0;
    end
    else if(icb_write_en & usram_sel & !is_low_part) begin
        usram_write_en <= 1'b1;          
    end
    else begin
        usram_write_en <= 1'b0;
    end
end
endmodule
$ cat run.sh
#!/bin/bash
# OpenROAD 26Q1-2900-gdf79404cd8, Yosys 0.63+post, stock flow scripts
make -C /OpenROAD-flow-scripts/flow DESIGN_CONFIG=/design/flow/config.mk WORK_HOME=/design/flow/orfs finish
$ cat config.mk
export PLATFORM = sky130hd
export DESIGN_NAME = imu
export DESIGN_NICKNAME = imu
export VERILOG_FILES = /design/flow/design.v
export SDC_FILE = /design/flow/constraint.sdc
export NUM_CORES = 4
export LEC_CHECK = 1
export CORE_UTILIZATION = 40
$ cat constraint.sdc
current_design imu

set clk_period 8.4
set clk_io_pct 0.2

create_clock -name clk0 -period $clk_period [get_ports {clk}]

set non_clock_inputs [all_inputs -no_clocks]
set_input_delay [expr $clk_period * $clk_io_pct] -clock clk0 $non_clock_inputs
set_output_delay [expr $clk_period * $clk_io_pct] -clock clk0 [all_outputs]
==> impl_metrics.ini <==
; yosys + openroad results
[status]
run_status = finished clean

[critical_path]
start_kind = input pin
r2r_slack_ns = 5.93
crit_end = icb_rsp_rdata[0]
rr_worst_depth = 5
end_kind = primary output
cp_data_required_time_ns = 6.72
crit_type = input pin to primary output
cp_max_fo = 1
r2r-end = usram_wdata[55]$_SDFFE_PN0P_
worstReg2RegStart = usram_addr[30]$_SDFF_PN0_
setup.worst_path.start = usram_rdata[0]
worst-endpoint-arrival_ns = 2.95

[yosys]
yosys_warnings = 1
avgSynthCellArea_sq_um = 9.545
largest_area_cell = dfxtp_1
syn_inst = 1040
synth_cell_types = 38
ys_cells = 1040
synthTopCellsByArea = dfxtp_1 49%, mux4_2 7.3%, nand2_1 6.4%
seq_area_frac_synth_pct = 49.41
top_cell_area_share_pct = 49.41
synth_flops = 245
ys_area_sq_um = 9927
synth_area_sq_um = 9927

[clocking]
clock-root-buffer = clkbuf_16
post_cts_resized = 0
clk_pin_slew_ns = 0.06
cts_setup_buffers = 0
clkLatencyLatePin_ns = 0.53
cts_buffers = 29
cts_max_level = 1
cts_buffer_depth = 3
cts_tree = done
clock-sinks = 245
cts_hold_repair.buffers = 0

[final_layout]
lay_top_count = clkdlybuf4s50_1
utilization_pct = 60.58
top_register = usram_wdata
nFillCells = 1996
area_growth_pct = 48.41
layout-drive-gt1-share_pct = 8.642
final_cell_mix = 376 x clkdlybuf4s50_1, 244 x dfxtp_1, 169 x nand2_1
seqCellArea_sq_um = 4906
area.combinational_sq_um = 4486
largest_reg_flops = 64

[place]
place_ws_ns = 3.757
numPortBuffers = 379
hpwlAfterDp_microns = 21770
place_congestion = 0.8130

[route]
first_pass_iters = 5
drt-total-wl_microns = 32160
wl_per_cell_microns = 18.90
drc = 0
drt-vias-per-instance = 5.163
diodes = 0
drtIter0Drc = 459
vias = 8782
ant_nets = 0

[timing]
setup_ws_ns = 3.768
worst_pin_slew_ns = 0.7873
setup_viol = 0
relSlewSlack_pct = 47.51
fin_crit_ns = 4.632
tns_ns = 0
rsz0062_at_grt = no
drv_slew = 0
fin_worst_skew_ns = 0.009135
hold_viol_final = 0
max_freq_mhz = 215.9
fin_crit_sh_pct = 55.14

[pwr]
peakVddDrop_mv = 0.1525
p_leak_nw = 5.074
power.density_nw_per_um2 = 185.6
power_mw = 2.735

[job]
warnings = 42
maxCapViolCount = 0

[floorplan]
die_y_microns = 159.5
core_sq_um = 24320
rows = 57
die_area_sq_um = 25450
dieWidth_microns = 159.5
fp_util_pct = 40.82
ioPinCount = 397

[global_routing]
antenna_found_initial = 0
grt_usage_pct = 26.03
grt_max_degree = 91
grt_pass1_vias = 8419
grt_first_pass_wirelength_microns = 49720
overflow = 0

[hold_path]
hp-class = flip-flop to flip-flop
synth_stat cells:
library cell and number:
or4_1 1, mux4_2 32, buf_1 16, nand4_1 2, xnor2_1 1, buf_4 22
clkbuf_1 58, and2_1 20, nand2_1 170, or3_1 1, nand3b_1 2, nand2b_1 3
buf_6 6, inv_1 3, and4b_1 1, or4_4 1, mux2i_1 32, or2_4 1
nor4_1 11, nand3_1 96, and3_1 1, a21oi_1 32, nor2b_1 34, o221a_2 1
ha_1 2, nor3_2 2, nor2_1 34, nor3_1 2, conb_1 1, a22o_1 32
buf_2 11, o21ai_0 1, nand4b_1 1, a21boi_0 65, xor2_1 1, o22ai_2 4
dfxtp_1 245, o22ai_1 92
through the flow:
| step | hold slack (ns) | std cells | area, sq um |
|---|---|---|---|
| floorplan | 0.4289 | 1040 | 9927 |
| global placement | 0.4502 | 1648 | 13730 |
| detailed placement | 0.4569 | 1648 | 13730 |
| CTS | 0.4652 | 1701 | 14730 |
| global route | 0.4799 | 1701 | 14730 |
| finish | 0.4611 | 1701 | 14730 |
layout make-up:
class / count / area share (%)
clock buffer: 39 / 5.452
clock inverter: 14 / 1.367
inverter: 3 / 0.07643
multi-input combinational: 679 / 30.45
sequential: 245 / 33.30
tap: 324 / 2.752
timing repair buffer: 397 / 26.61
logic make-up after synthesis:
kind of cell | share of synthesized area (%)
compound gates | 15.82
xor+xnor | 0.1765
other cells | 0.03778
mux | 10.49
simple gates | 18.01
flops | 49.41
fa+ha+maj | 0.2520
buf+inv | 5.810
worst max-delay path: stages:
cell and delay (ns):
clkdlybuf4s50_1 0.46, mux2i_1 0.06, a21oi_1 0.25, clkdlybuf4s50_1 0.50
routing by layer:
| layer | vias up | track usage [%] | share of wire [%] |
|---|---|---|---|
| met2 | 298 | 42.08 | 47 |
| met4 | 0 | 4.240 | 1.8 |
| met5 | - | 0 | 0 |
| met3 | 46 | 7.230 | 8.9 |
| met1 | 4109 | 36.60 | 42 |
| li1 | 4329 | - | - |
power by group:
part	switching, mW	internal, mW	leakage (nW)	total, mW
registers	0.00511	1.17	1.98	1.18
logic	0.106	0.150	2.59	0.256
clock network	0.481	0.822	0.501	1.30
worst min-delay path by stage:
| stage | start | end | cells after the start |
|---|---|---|---|
| final | usram_wdata[8]$_SDFFE_PN0P_ | usram_wdata[8]$_SDFFE_PN0P_ | 2 |
| after global routing | usram_wdata[37]$_SDFFE_PN0P_ | usram_wdata[37]$_SDFFE_PN0P_ | 2 |
| after CTS | usram_wdata[27]$_SDFFE_PN0P_ | usram_wdata[27]$_SDFFE_PN0P_ | 2 |
Power is estimated from default activity; no workload was simulated.
